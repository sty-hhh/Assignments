<file path="design/flow/design.v">
`timescale 1ns / 1ps
module adder(
	input wire[31:0] a,b,
	output wire[31:0] y
    );
	assign y = a + b;
endmodule
</file>
<file path="design/flow/run.sh">
#!/bin/bash
# OpenROAD 26Q1-2900-gdf79404cd8, Yosys 0.63+post, stock flow scripts
make -C /OpenROAD-flow-scripts/flow DESIGN_CONFIG=/design/flow/config.mk WORK_HOME=/design/flow/orfs finish
</file>
<file path="design/flow/config.mk">
export PLATFORM = sky130hd
export DESIGN_NAME = adder
export DESIGN_NICKNAME = adder
export VERILOG_FILES = /design/flow/design.v
export SDC_FILE = /design/flow/constraint.sdc
export NUM_CORES = 4
export LEC_CHECK = 1
export CORE_AREA = 10 10 107 107
export DIE_AREA = 0 0 117 117
</file>
<file path="design/flow/constraint.sdc">
current_design adder

set clk_period 18.1
set clk_io_pct 0.2

create_clock -name clk0 -period $clk_period

set non_clock_inputs [all_inputs -no_clocks]
set_input_delay [expr $clk_period * $clk_io_pct] -clock clk0 $non_clock_inputs
set_output_delay [expr $clk_period * $clk_io_pct] -clock clk0 [all_outputs]
</file>
==> Implementation_results.wiki <==
=== Physical design figures ===
{| class="wikitable"
! Metric !! Value
|-
| Number of filler instances in the final layout || 985
|-
| Count of pins on the block boundary || about 96
|-
| RSZ-0062 raised after global routing || false
|-
| Type of element launching the critical path || primary input
|-
| Final cell utilization of the core || 0.304
|-
| Switching power || around 44 uW
|-
| Netlist area before placement || 1740 um2
|-
| Routed WL per cell || about 15 um
|-
| Flop Count || 0
|-
| Antenna violation net count after detailed routing || 0
|-
| Global-route wire length before repair || 10.2 mm
|-
| Number of setup violations in the final report || 0
|-
| Slowest stage delay, CP || about 0.5 ns
|-
| Transition time at the pin with the least slew margin || 0.562 ns
|-
| Placer's final routability congestion estimate || about 0.83
|-
| Count of clock buffers in the final design || 0
|-
| Proportion of power drawn by the clock network || 0
|-
| Crit path max-delay cell type || clkdlybuf4s50_1
|-
| Data arrival time of the critical path || 6.61 ns
|-
| Cell internal pwr || 64.5 uW
|-
| Sequential share of power || 0
|-
| Cycle use final || 0.565
|-
| Highest clock rate || 97.7 MHz
|-
| Data required time of the worst path || 14.48 ns
|-
| Non-filler instance count after layout || 437
|-
| Outcome || finished, final reports clean
|-
| Power density over the cells || 38.8 nW/um2
|-
| Max-cap violations || 0
|-
| Count of unique library cells instantiated by Yosys || 50
|-
| Setup TNS || 0 ns
|-
| Routed vias/inst || 4.85
|-
| DR DRC count || 0
|-
| Post-synthesis sequential area ratio || 0
|-
| Post-CTS Hold Buffers || 0
|-
| Post-placement setup slack || 7.87 ns
|-
| Number of input and output port buffers inserted || 96
|-
| Count of routing violations after the opening detailed-route iteration || approximately 83
|-
| Slew Limit Headroom || 0.616
|-
| Total congestion overflow || 0
|-
| Count of vias placed by the detailed router || 2120
|-
| Number of placed instances with taps included || about 440
|-
| Family with the most delay on the worst path || AND-OR/OR-AND gates
|-
| Critical path buffers and inverters || 2
|-
| Warnings, synthesis || 0
|-
| Area reported by Yosys stat || 1740 um2
|-
| Largest net degree at the start of global routing || 11
|-
| Leakage power summed over all cells || 1.18 nW
|-
| Worst-case setup margin in the final layout || around 8 ns
|-
| Core Rows || 35
|-
| Number of max-slew violations in the final report || 0
|-
| Hold Path Class || primary input to output port
|-
| Mean instance size in the synthesized netlist || 7.24 um2
|-
| VDD IR-drop max || 15.2 uV
|-
| CP Max Fanout || 4
|-
| Final worst path period need || roughly 10 ns
|-
| Initial core utilization || 0.190
|-
| Chip width || 117 um
|-
| First-pass iteration count of the detailed router || 6
|-
| Setup bufs post-CTS || 0
|-
| Warning total across the stage logs || 32
|-
| Share of total power in combinational logic || 1.000
|-
| Antenna violations before repair || 0
|-
| Overall routing resource usage || 0.0895
|-
| Cells after synthesis || 241
|-
| CP most frequent cell || clkdlybuf4s50_1
|-
| Via count of the first global-routing pass || 2103
|-
| Ordered cell list for the critical path || clkdlybuf4s50_1 > ha_1 > fa_1 > a21o_1 > a31o_2 > nand3_1 > o221ai_1 > a311oi_1 > o21bai_1 > xor2_1 > clkdlybuf4s50_1
|-
| Element type at the critical path end || output port
|-
| Area growth from synthesis to layout || 60.5%
|-
| Number of hold violations in the final report || 0
|-
| Register area || 0 um2
|-
| Ant. Diodes || 0
|-
| Yosys Instances || 241
|-
| Setup CP Type || primary input to output port
|-
| Wire length after detailed routing || 6.40 mm
|-
| Fraction of power spent switching nets || 0.407
|-
| Die area || 13700 um2
|-
| Resize count post-CTS || 0
|-
| Detail Placement HPWL || 5.60 mm
|-
| Vertical die dimension || roughly 120 um
|-
| Share of cells above drive strength 1 || 0.0307
|-
| Area of the placeable core || 9200 um2
|}
synthesized netlist by cell type, types with 2 or more instances:
master	count	area share
ha_1	31	0.22
a21oi_1	29	0.083
a21o_1	19	0.082
nand2_1	18	0.039
xor2_1	15	0.075
o21ai_0	13	0.037
xnor2_1	13	0.065
nor2_1	12	0.026
nand3_1	10	0.029
clkbuf_1	8	0.017
nand4_1	8	0.029
inv_1	6	0.013
nor3_1	4	0.011
o21bai_1	4	0.017
a211oi_1	3	0.013
a31oi_1	3	0.011
o211ai_1	3	0.013
or2_2	3	0.011
a311oi_1	2	0.010
buf_2	2	0.0057
mux2i_1	2	0.011
nand2b_1	2	0.0072
o21a_1	2	0.0086
o221ai_1	2	0.010
o311ai_1	2	0.010
kinds of logic (layout without fill, tap and decap cells):
logic type      count (synthesis)  count (layout)  share of synthesized area
compound gates                 97              97                      0.393
xor+xnor                       28              28                      0.141
fa+ha+maj                      32              32                      0.234
buf+inv                        17             102                     0.0380
mux                             2               2                     0.0115
simple gates                   65              65                      0.183
layer usage:
layer / GRT usage / share of wire / vias to the layer above
li1: - / - / 1092
met1: 0.114 / 0.44 / 963
met2: 0.151 / 0.45 / 63
met3: 0.0304 / 0.10 / 2
met4: 0.00247 / 0.0022 / 0
met5: 0 / 0 / -
metrics by stage:
| step | hold slack (ns) | area, um2 | total power [mW] |
|---|---|---|---|
| 2_1_floorplan | 7.31 | 1740 | 0.0513 |
| 3_3_place_gp | 8.27 | 2800 | 0.109 |
| 6_report | 8.27 | 2800 | 0.109 |
| 4_1_cts | 8.28 | 2800 | 0.110 |
| 5_1_grt | 8.31 | 2800 | 0.121 |
| 3_5_place_dp | 8.28 | 2800 | 0.109 |
cell type report:
type,count,area [um2],area share
Tap cell,111,139,0.0496
Multi-Input combinational cell,224,1680,0.599
Inverter,6,22.5,0.00804
Timing Repair Buffer,96,961,0.343
cells in the final DEF (no fill, tap or decap), types with 2 or more instances in the layout:
cell type        count
a211oi_1             3
a21o_1              19
a21oi_1             29
a311oi_1             2
a31oi_1              3
clkdlybuf4s50_1     96
ha_1                31
inv_1                6
mux2i_1              2
nand2_1             18
nand2b_1             2
nand3_1             10
nand4_1              8
nor2_1              12
nor3_1               4
o211ai_1             3
o21a_1               2
o21ai_0             13
o21bai_1             4
o221ai_1             2
o311ai_1             2
or2_2                3
xnor2_1             13
xor2_1              15
path summary, 6_finish.rpt:
path                  cells past startpoint  slack (ns)  start     to
worst max-delay path                     11        7.87   a[0]  y[26]
worst min-delay path                      3        8.27   b[0]   y[0]
power groups by stage:
stage | Combinational [mW] | Sequential [mW] | Clock, mW
after global routing | 0.121 | 0 | 0
after CTS | 0.110 | 0 | 0
final | 0.109 | 0 | 0
Power is estimated from default activity; no workload was simulated.
