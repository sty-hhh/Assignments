==> /design/flow/design.v <==
`timescale 1ns / 1ps
module display(
    input wire clk,reset,
    input wire [31:0]s,
    output wire [6:0]seg,
    output reg [3:0]ans
    );
    reg [20:0]count;
    reg [4:0]digit; 
    always@(posedge clk,posedge reset)
    if(reset)  
        count = 0;
    else 
        count = count + 1;
    always @(posedge clk)
    case(count[20:19])
        0:begin
            ans = 4'b1110;
            digit = s[3:0];
        end
        1:begin
            ans = 4'b1101;
            digit = s[7:4];
        end
        2:begin
            ans = 4'b1011;
            digit =s[11:8];
        end
        3:begin
            ans = 4'b0111;
            digit = s[15:12];
        end
    endcase
    seg7 U4(.din(digit),.dout(seg));
endmodule
`timescale 1ns / 1ps
module seg7(
    input wire [4:0]din,
    output reg [6:0]dout
    );
    always@(*)
    case(din)
        5'h0:dout = 7'b000_0001;
        5'h1:dout = 7'b100_1111;
        5'h2:dout = 7'b001_0010;
        5'h3:dout = 7'b000_0110;
        5'h4:dout = 7'b100_1100;
        5'h5:dout = 7'b010_0100;
        5'h6:dout = 7'b010_0000;
        5'h7:dout = 7'b000_1111;
        5'h8:dout = 7'b000_0000;
        5'h9:dout = 7'b000_0100;
        5'ha:dout = 7'b000_1000;
        5'hb:dout = 7'b110_0000;
        5'hc:dout = 7'b011_0001;
        5'hd:dout = 7'b100_0010;
        5'he:dout = 7'b011_0000;
        5'hf:dout = 7'b011_1000;
        default:dout = 7'b111_1111;        
    endcase  
endmodule
==> /design/flow/run.sh <==
#!/bin/bash
# OpenROAD 26Q1-2900-gdf79404cd8, Yosys 0.63+post, stock flow scripts
make -C /OpenROAD-flow-scripts/flow DESIGN_CONFIG=/design/flow/config.mk WORK_HOME=/design/flow/orfs finish
==> /design/flow/config.mk <==
export PLATFORM = sky130hd
export DESIGN_NAME = display
export DESIGN_NICKNAME = display
export VERILOG_FILES = /design/flow/design.v
export SDC_FILE = /design/flow/constraint.sdc
export NUM_CORES = 4
export LEC_CHECK = 1
export CORE_AREA = 10 10 112 112
export DIE_AREA = 0 0 122 122
==> /design/flow/constraint.sdc <==
current_design display

set clk_period 2.9
set clk_io_pct 0.2

create_clock -name clk0 -period $clk_period [get_ports {clk}]

set non_clock_inputs [all_inputs -no_clocks]
set_input_delay [expr $clk_period * $clk_io_pct] -clock clk0 $non_clock_inputs
set_output_delay [expr $clk_period * $clk_io_pct] -clock clk0 [all_outputs]
==> summary.txt <==
The synthesis and place-and-route flow finished, so here is a summary.

The flow ran to the end, and the final reports show no timing, DRC or antenna violations. Setup repair after global routing left no endpoint under its margin. The data arrival time of the worst path came out at 2250 ps.

The total die size came out at 14900 µm². The cell area after technology mapping is 1510 µm². Logged for this run, the post-placement worst setup slack is 552 ps. STA classifies the critical path endpoint as a flop.

After filler insertion, the fill cell instance count of the layout stands at 1080. For this configuration, the core starts out at a cell density of 14.8%. Port buffering added 28 buffers. The tool flagged a number of max-cap violations equal to 0. By count the netlist is led by sky130_fd_sc_hd__dfrtp_1, sky130_fd_sc_hd__nand2_1, sky130_fd_sc_hd__dfxtp_1, sky130_fd_sc_hd__xor2_1, sky130_fd_sc_hd__inv_1. Of the cells placed in the final design, the portion with a size suffix greater than 1 is 8.43%. The synthesis report lists the most area-consuming cells as sky130_fd_sc_hd__dfrtp_1, sky130_fd_sc_hd__dfxtp_1, sky130_fd_sc_hd__xor2_1. The number of buffers added to fix hold violations after cts came out at 0. Detailed placement finished with a half-perimeter wire length of 2220 µm. Counting instances, the worst hold path has a depth of 1. The number of flops mapped to enable cells by yosys came out at 0. The required arrival time at the worst endpoint is 3050 ps. The routed length on met1 is 1540 µm.

The number of hold-slack violations in the final timing report is 0. The total via count after detailed routing is 1080. Summing the sequential cell areas from Yosys gives 49.4% of the chip area. The weighted congestion at the end of routability-driven global placement is 0.796. By startpoint and endpoint, the worst setup path is classified as reg -> reg. The H-tree depth came out at 2. The total of endpoints with negative setup slack in the final report came out at 0. Per the GRT congestion report, total overflow comes to 0. Compared with the post-synthesis result, the final layout area differs by 33.8%. The maximum operating frequency came out at 477 MHz.

The largest vdd supply drop came out at 0.155 mV. The count of different cell masters after synthesis came out at 32. The number of buffers created by CTS is 5. The CTS tree is done. After clock tree synthesis, the clock-pin slew on the worst setup and hold paths is 70 ps. The worst hold path begins at count[7]$_DFF_PP0_. The worst-case clock skew is 6.52 ps. The DRC marker count from the first detailed-route iteration is 81. The wire length of the first global-routing pass came out at 5150 µm. The all-layer global routing usage is 4.19%.

The detailed-router iteration count before antenna repair is 4. The largest stage delay on the critical path is 630 ps. The reg2reg setup slack is 800 ps.

Per STA, the worst path accumulates the most delay in the family flip-flops. The number of standard cells reported by yosys is 133. STA shows the worst min-delay path finishing at count[7]$_DFF_PP0_.

Per STA, the startpoint of the critical path is count[19]$_DFF_PP0_. The insertion delay of the later-clocked pin in the worst-skew pair is 280 ps. The post-route fraction of the period consumed by the critical path came out at 72.2%. The setup TNS after final layout came out at 0 ps. The slew check shows that the tightest pin keeps a relative margin of 46.5%. The cell chosen for the clock root is sky130_fd_sc_hd__clkbuf_8. The largest net degree at the start of global routing is 22.

The number of antenna violations at the first check in global routing came out at 0. For the worst reg-to-reg path, the endpoint reported by OpenROAD is seg[3]$_DFF_P_. The library cell with the largest summed area after synthesis is sky130_fd_sc_hd__dfrtp_1. The total length of routed met2 wires came out at 1160 µm. In this run the post-CTS setup repair buffer count came out at 0. The most instantiated flip-flop cell in the synthesis netlist is sky130_fd_sc_hd__dfrtp_1. The vertical die dimension came out at 122 µm. The routed wire length came out at 3060 µm.

Among all stages on the critical path, the largest delay is contributed by sky130_fd_sc_hd__dfrtp_1. The post-synthesis instance total is 133. A synthesized cell averages 11.4 µm². The number of global-route vias before repair came out at 1101. Synthesis inferred 32 register bits.

The number of sinks driven by the clock tree is 32. The type of the worst min-delay path is reg -> reg. For this run, design rule violations remaining after detail routing come to 0.

The region available for standard cell placement spans 10200 µm². After routing the design area is 2020 µm². The number of placement rows is 37. The number of pins exceeding their max-slew limit in the final report came out at 0. The buffers plus inverters on the worst setup path came out at 1. The area after detailed placement came out at 1930 µm².

Counting along the longest clock path gives a buffer depth of 2. The peak fanout along the critical path came out at 11. Wire segments on met3 add up to 328 µm in the final route. During I/O placement, the number of pins put on the boundary was 45. The transition time recorded at the tightest slew-check pin is 802 ps. Traced cell by cell, the critical path runs through mux4_2, inv_1, ha_1, a211oi_1, a31oi_1. The count of antenna diodes in the layout came out at 0. The flow reported a cell area power density of 436 nW/µm². The static leakage came out at 0.000851 µW. The share of synthesized registers carrying an async set or reset came out at 65.6%. The post-route minimum period came out at 2100 ps. For this run the top cell type by instance count after synthesis was sky130_fd_sc_hd__dfrtp_1. The synthesized chip area reported by yosys came out at 1510 µm². In this run the critical register-to-register path is launched from count[19]$_DFF_PP0_. Gates resized during post-CTS repair numbered 0. Per the synthesis report, the single largest cell type by area occupies 34.8% of cell area. The vias per cell came out at 3.58. The critical path in the final layout is reported with a setup slack of 805 ps. The x dimension of the die came out at 122 µm. The depth of the worst register-to-register path came out at 5.

The number of routed nets with antenna violations is 0. The synthesis warning total came out at 2. After detailed routing, no signal wire sits above met4. STA classifies the critical path startpoint as a flop. The final core utilization came out at 19.8%. The average detailed-routed wire length per instance came out at 10.1 µm.

The number of warnings in the stage logs came out at 45.
-- per-layer routing --
layer	up-vias	global-route usage, %
li1	525	-
met2	40	6.02
met4	0	0.522
met5	-	0
met1	510	5.65
met3	5	2.21
-- how the worst max path moves through the flow --
stage | cells past startpoint | slack (ps) | to
CTS | 6 | 770 | seg[3]$_DFF_P_
global route | 5 | 670 | seg[3]$_DFF_P_
finish | 5 | 800 | seg[3]$_DFF_P_
-- state kept, by name (all words and copies together) (netlist names) --
register / count
seg: 7
count: 21
ans: 4
-- stage by stage --
step,hold WS [ps],power [µW],instances
after floorplan,434,496,133
after global routing,487,927,302
after global placement,451,542,294
final,463,880,302
after CTS,469,894,302
after detailed placement,456,543,294
-- final cells by class --
class	count	area, µm²	area share (%)
timing repair buffer	28	280	13.9
tap	136	170	8.42
inverter	9	33.8	1.67
multi-input combinational	89	701	34.7
sequential	32	746	36.9
clock buffer	8	90.1	4.46
-- report_power, final --
| part | switching, µW | total [µW] | internal, µW | leakage (µW) |
|---|---|---|---|---|
| sequential | 1.88 | 454 | 452 | 0.000375 |
| combinational | 28.9 | 78.9 | 50.0 | 0.000431 |
| clock | 154 | 347 | 193 | 0.0000455 |
-- logic make-up after synthesis --
| logic type | after synthesis | share of synthesized area, % |
|---|---|---|
| XOR/XNOR | 19 | 11.0 |
| AND-OR/OR-AND | 11 | 5.05 |
| buffers and inverters | 12 | 4.23 |
| adder cells (fa/ha/maj) | 7 | 5.80 |
| AND/OR/NAND/NOR | 45 | 15.3 |
| multiplexers | 7 | 9.20 |
| flip-flops | 32 | 49.4 |
-- cell usage in the layout, fill, tap and decap left out --
cell type,count
sky130_fd_sc_hd__clkdlybuf4s50_1,28
sky130_fd_sc_hd__dfrtp_1,21
sky130_fd_sc_hd__nand2_1,13
sky130_fd_sc_hd__xor2_1,11
sky130_fd_sc_hd__dfxtp_1,11
sky130_fd_sc_hd__inv_1,9
sky130_fd_sc_hd__nor2_1,8
sky130_fd_sc_hd__xnor2_1,8
sky130_fd_sc_hd__ha_1,7
sky130_fd_sc_hd__nand3_1,6
sky130_fd_sc_hd__clkbuf_8,6
sky130_fd_sc_hd__mux4_2,4
sky130_fd_sc_hd__and3_1,3
sky130_fd_sc_hd__nor3_1,3
sky130_fd_sc_hd__o22ai_1,3
sky130_fd_sc_hd__and4_1,2
sky130_fd_sc_hd__nand4_1,2
sky130_fd_sc_hd__nor4_1,2
sky130_fd_sc_hd__nand2b_1,2
sky130_fd_sc_hd__mux2_2,2
sky130_fd_sc_hd__o21a_1,2
sky130_fd_sc_hd__clkbuf_1,2
sky130_fd_sc_hd__or2b_1,1
sky130_fd_sc_hd__nor2b_4,1
sky130_fd_sc_hd__a22o_1,1
sky130_fd_sc_hd__mux4_1,1
sky130_fd_sc_hd__a211oi_1,1
sky130_fd_sc_hd__a31oi_1,1
sky130_fd_sc_hd__nor2b_1,1
sky130_fd_sc_hd__o21ai_1,1
sky130_fd_sc_hd__or2_2,1
sky130_fd_sc_hd__a22oi_1,1
sky130_fd_sc_hd__o31ai_1,1
Power and IR drop assume default switching activity.
